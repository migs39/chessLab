<file path="/design/flow/run.sh">
#!/bin/bash
# OpenROAD 26Q1-2900-gdf79404cd8, Yosys 0.63+post, stock flow scripts
make -C /OpenROAD-flow-scripts/flow DESIGN_CONFIG=/design/flow/config.mk WORK_HOME=/design/flow/orfs finish
</file>
<file path="/design/flow/config.mk">
export PLATFORM = sky130hd
export DESIGN_NAME = hexa7segJogada
export DESIGN_NICKNAME = hexa7segJogada
export VERILOG_FILES = /design/flow/design.v
export SDC_FILE = /design/flow/constraint.sdc
export NUM_CORES = 4
export LEC_CHECK = 1
export CORE_AREA = 10 10 70 70
export DIE_AREA = 0 0 80 80
</file>
<file path="/design/flow/constraint.sdc">
current_design hexa7segJogada

set clk_period 1.1
set clk_io_pct 0.2

create_clock -name clk0 -period $clk_period

set non_clock_inputs [all_inputs -no_clocks]
set_input_delay [expr $clk_period * $clk_io_pct] -clock clk0 $non_clock_inputs
set_output_delay [expr $clk_period * $clk_io_pct] -clock clk0 [all_outputs]
</file>
<file path="/design/flow/design.v">
module hexa7segJogada (hexa, display);
    input      [3:0] hexa;
    output reg [6:0] display;
    always @(hexa)
    case (hexa)
        4'h0:    display = 7'b1111001;
        4'h1:    display = 7'b0100100;
        4'h2:    display = 7'b0110000;
        4'h3:    display = 7'b0011001;
        4'h4:    display = 7'b0010010;
        4'h5:    display = 7'b0000010;
        4'h6:    display = 7'b1111000;
        4'h7:    display = 7'b0000000;
        default: display = 7'b1111111;
    endcase
endmodule
</file>
==> results.sh <==
# implementation run metrics
export IMPL_design_area_um2=395
export IMPL_synth_area_mux_share=0.0667
export IMPL_yosys_cells=20
export IMPL_die_h_um=80
export IMPL_grt_max_degree=8
export IMPL_io_pins=11
export IMPL_grt_pass1_vias=173
export IMPL_num_rows=21
export IMPL_drv_slew=0
export IMPL_simple_gate_share=0.275
export IMPL_cp_required_ps=880
export IMPL_fp_util=0.0440
export IMPL_rsz0062_at_grt="yes"
export IMPL_yosys_warnings=1
export IMPL_violations="setup timing"
export IMPL_core_um2=3420
export IMPL_period_needed_ps=1190
export IMPL_max_slew_worst_pin_slew_ps=192
export IMPL_ys_types=8
export IMPL_nFlopsAndLatches=0
export IMPL_synth_area_um2=150
export IMPL_holdWs_ps=842
export IMPL_min_path_type="in2out"
export IMPL_synth_avg_cell_area_um2=7.51
export IMPL_dp_slack_ps=-856
export IMPL_finalHoldViolCount=0
export IMPL_viasPerCell=2.25
export IMPL_postSynthSeqShare=0
export IMPL_worstSetupEndpointType="primary output"
export IMPL_die_area_um2=6400
export IMPL_yosysChipArea_um2=150
export IMPL_setup_viol=3
export IMPL_ys_top_logic_family="adder cells"
export IMPL_placed_area_um2=340
export IMPL_layout_top_cells="buf_2, a21o_1, ha_4"
export IMPL_routed_wirelength_um=587
export IMPL_place_congestion=0.763
export IMPL_fin_ws_ps=-91.4
export IMPL_peakVddDrop_mv=0.0351
export IMPL_drv_cap=0
export IMPL_seq_area_um2=0
export IMPL_crit_start="hexa[1]"
export IMPL_antenna_found_initial=0
export IMPL_dpl_cell_count=80
export IMPL_setup_worst_path_start_class="primary input"
export IMPL_fin_cells=80
export IMPL_hold_buffers=0
export IMPL_lay_top_count="buf_2"
export IMPL_warnings=37
export IMPL_max_freq_ghz=0.839
export IMPL_grt_overflow=0
export IMPL_status="finished, violations left"
export IMPL_num_vias=180
export IMPL_synth_cells=20
export IMPL_grt_pass1_wl_um=924
export IMPL_ys_sh_adder=0.333
export IMPL_drc=0
export IMPL_dpl_hpwl_um=444
export IMPL_leakagePower_nw=0.165
export IMPL_finalCritPeriodShare=1.08
export IMPL_detail_route_iter0_violations=8
export IMPL_hold_start="hexa[2]"
export IMPL_grt_util_all_layers=0.0171
export IMPL_arrival_ps=970
export IMPL_first_pass_iters=4
export IMPL_synthAoiAreaFrac=0.250
export IMPL_worstSetupPathType="in2out"
export IMPL_postRouteAntennaNets=0
export IMPL_area_growth_pct=163
export IMPL_wl_per_cell_um=7.34
export IMPL_relSlewSlack=0.872
export IMPL_setup_tns_ps=-194
export IMPL_n_antenna_cell=0
export IMPL_synthXorXnorAreaFrac=0
export IMPL_n_clock_buffer=0
export IMPL_drive_gt1_frac=0.618
export IMPL_portBuffers=11
export IMPL_p_per_area_nw_per_um2=276
export IMPL_path_max_fanout=3
export IMPL_fp_dieW_um=80
worst paths after layout:
path	cells past startpoint	endpoint	slack, ps
worst max-delay path	6	display[6]	-90
worst min-delay path	3	display[0]	840
final cells by class:
| cell class | count | area, um^2 |
|---|---|---|
| repair buffers | 14 | 115 |
| fillers | 401 | 3020 |
| inverters | 3 | 18.8 |
| multi-input cells | 17 | 204 |
| well taps | 46 | 57.6 |
per-stage QoR:
step	utilization	power, W
floorplan	-	0.0000275
global placement	0.0996	0.0000995
detailed placement	0.0996	0.0000999
CTS	0.113	0.000110
global route	0.116	0.000124
finish	0.116	0.000109
layer usage:
layer | track usage | part of all wire | wire (um) | vias to the layer above
met5 | 0 | 0 | 0 | -
met1 | 0.0211 | 0.43 | 252 | 80
met3 | 0.00568 | 0.12 | 73 | 0
li1 | - | - | - | 93
met2 | 0.0297 | 0.44 | 261 | 7
met4 | 0 | 0 | 0 | 0
power breakdown:
part,switching [W],internal (W),total [W],leakage (nW)
Sequential,0,0,0,0
Combinational,0.0000446,0.0000644,0.000109,0.165
Clock,0,0,0,0
synth_stat cells:
cell type / instances / share of area
a21o_1: 4 / 0.20
o21bai_1: 1 / 0.050
nand2b_1: 4 / 0.17
or2_1: 2 / 0.083
nand2_1: 1 / 0.025
mux2i_1: 1 / 0.067
inv_1: 3 / 0.075
ha_1: 4 / 0.33
logic make-up after synthesis:
| group | Yosys count |
|---|---|
| compound gates | 5 |
| fa+ha+maj | 4 |
| buf+inv | 3 |
| mux | 1 |
| simple gates | 7 |
critical path, cell delays in order:
cell and delay [ps]:
buf_8 100, buf_6 110, ha_4 140, nand2b_4 130, a21o_1 150, buf_2 110
repair_timing:
item | CTS | global route
pin swaps | 6 | 3
gates resized | 57 | 1
setup buffers | 0 | 0
setup endpoints to repair | 7 | 4
hold endpoints to repair | 0 | 0
Power is estimated from default activity; no workload was simulated.
